$ cat ./run.sh
#!/bin/bash
# OpenROAD 26Q1-2900-gdf79404cd8, Yosys 0.63+post, stock flow scripts
make -C /OpenROAD-flow-scripts/flow DESIGN_CONFIG=/design/flow/config.mk WORK_HOME=/design/flow/orfs finish
$ cat ./config.mk
export PLATFORM = sky130hd
export DESIGN_NAME = PriorityEncoder_14
export DESIGN_NICKNAME = PriorityEncoder_14
export VERILOG_FILES = /design/flow/design.v
export SDC_FILE = /design/flow/constraint.sdc
export NUM_CORES = 4
export LEC_CHECK = 1
export CORE_AREA = 10 10 70 70
export DIE_AREA = 0 0 80 80
$ cat ./constraint.sdc
current_design PriorityEncoder_14

set clk_period 2.5
set clk_io_pct 0.2

create_clock -name clk0 -period $clk_period

set non_clock_inputs [all_inputs -no_clocks]
set_input_delay [expr $clk_period * $clk_io_pct] -clock clk0 $non_clock_inputs
set_output_delay [expr $clk_period * $clk_io_pct] -clock clk0 [all_outputs]
$ cat ./design.v
module ELM_Mitchw4_v2(
    input [15:0] x,
    input [15:0] y,
    output [31:0] p
    );
    wire [1:0] sign_factor;
    wire [16:0] PP_2;
    wire [14:0] PP_1;
    wire [27:0] PP_0;
    PP_2_gen High(
        .x1(x[15:13]),
        .y(y),
        .sign_factor(sign_factor[1]),
        .PP(PP_2)
        );
    PP_1_gen Middle(
        .x(x[13:0]),
        .y1(y[15:13]),
        .sign_factor(sign_factor[0]),
        .PP(PP_1)
        );
    PP_0_gen Low(
        .x0(x[13:0]),
        .y0(y[13:0]),
        .PP(PP_0)
        );
    PP_add Final(
        .sign_factor(sign_factor),
        .PP_2(PP_2),
        .PP_1(PP_1),
        .PP_0(PP_0),
        .p(p)
        );
endmodule
module PP_2_gen(
    input [2:0] x1,
    input [15:0] y,
    output sign_factor,
    output [16:0] PP
    );
    wire one, two, sign;
    code encode_block(
        .one(one),
        .two(two),
        .sign(sign),
        .y2(x1[2]),
        .y1(x1[1]),
        .y0(x1[0])
        );
    wire [16:0] tmp1_pp; 
    assign tmp1_pp = {y[15],y};  
    wire [17:0] out1;
    assign out1[0] = sign;
    genvar i;
    generate
        for ( i = 0; i < 17; i = i+1 )
            begin : pp_rad4_first 
            product pp_pr(tmp1_pp[i],out1[i],one,two,sign,PP[i],out1[i+1]);
            end
    endgenerate
    sgn_gen sign_gen(one,two,sign,sign_factor);
endmodule
module PP_1_gen(
    input [13:0] x,
    input [2:0] y1,
    output sign_factor,
    output [14:0] PP
    );
    wire one, two, sign;
    code encode_block(
        .one(one),
        .two(two),
        .sign(sign),
        .y2(y1[2]),
        .y1(y1[1]),
        .y0(y1[0])
        );
    wire [14:0] tmp1_pp; 
    assign tmp1_pp = {x[13],x};  
    wire [15:0] out1;
    assign out1[0] = sign;
    genvar i;
    generate
        for ( i = 0; i < 15; i = i+1 )
            begin : pp_rad4_first 
            product pp_pr(tmp1_pp[i],out1[i],one,two,sign,PP[i],out1[i+1]);
            end
    endgenerate
    sgn_gen sign_gen(one,two,sign,sign_factor);
endmodule   
module code(one,two,sign,y2,y1,y0);  
	input y2,y1,y0;                     
	output one,two,sign;                
	wire [1:0]k;                        
	xor x1(one,y0,y1);                  
	xor x2(k[1],y2,y1);                 
	not n1(k[0],one);                   
	and a1(two,k[0],k[1]);              
	assign sign=y2;                     
endmodule       
module product(x1,x0,one,two,sign,p,i);
	input x1,x0,sign,one,two;
	output p,i;
	wire [1:0] k;
	xor xo1(i,x1,sign);
	and a1(k[1],i,one);
	and a0(k[0],x0,two);
	or o1(p,k[1],k[0]);
endmodule
module sgn_gen(one,two,sign,sign_factor);
    input sign,one,two;
    output sign_factor;
    wire k;
    or o1(k,one,two);
    and a1(sign_factor,sign,k);
endmodule
module PP_0_gen(
    input signed [13:0] x0,
    input signed [13:0] y0,
    output signed [27:0] PP
    );
    wire [13:0] x0_abs;
    assign x0_abs = x0 ^ {14{x0[13]}};
    wire [13:0] k_x0;
    wire zero_x0;
    wire [13:0] x0_abs2;
	assign x0_abs2 = x0_abs;
    LOD14 lod_x0(
        .data_i(x0_abs),
        .zero_o(zero_x0),
        .data_o(k_x0));
    wire [3:0] k_x0_enc;
    PriorityEncoder_14v2 PE_x0(
        .data_i(k_x0),
        .code_o(k_x0_enc));
    wire [2:0] x_shift;
    LBarrel Lshift_x0(
        .data_i(x0_abs2),
        .shift_i(k_x0),
        .data_o(x_shift));
    wire [13:0] y0_abs;
    assign y0_abs = y0 ^ {14{y0[13]}};
    wire [13:0] k_y0;
    wire zero_y0;
    LOD14 lod_y0(
        .data_i(y0_abs),
        .zero_o(zero_y0),
        .data_o(k_y0));
	wire [13:0] y0_abs2;
	assign y0_abs2 = y0_abs;  
    wire [3:0] k_y0_enc;
    PriorityEncoder_14v2 PE_y0(
        .data_i(k_y0),
        .code_o(k_y0_enc));
    wire [2:0] y_shift;
    LBarrel Lshift_y0(
        .data_i(y0_abs2),
        .shift_i(k_y0),
        .data_o(y_shift));
    wire [7:0] x_log;
    wire [7:0] y_log;
    wire [7:0] p_log;
    assign x_log = {1'b0,k_x0_enc,x_shift};
    assign y_log = {1'b0,k_y0_enc,y_shift};
    assign p_log = x_log + y_log;
    wire [19:0] p_l1b;
    wire [3:0] l1_input;
    assign l1_input = {1'b1,p_log[2:0]};
    L1Barrel L1shift_plog(
        .data_i(l1_input),
        .shift_i(p_log[6:3]),
        .data_o(p_l1b));
    wire [12:0] p_low;
    wire not_k_l5 = ~p_log[7];
    assign p_low = p_l1b[15:3] & {13{not_k_l5}};
    wire [3:0] p_med;
    assign p_med = p_log[7] ? p_l1b[3:0] : p_l1b[19:16];
    wire [10:0] p_high;
    assign p_high = p_l1b[14:4] & {11{p_log[7]}};
    wire [27:0] PP_abs;
    assign PP_abs = {p_high,p_med,p_low};
    wire p_sign;
    wire [27:0] PP_temp;
    assign p_sign = x0[13] ^ y0[13];
    assign PP_temp = PP_abs ^ {28{p_sign}};
    wire notZeroA, notZeroB, notZeroD;
    assign notZeroA = ~zero_x0 | x0[13] | x0[0];
    assign notZeroB = ~zero_y0 | y0[13] | y0[0];
    assign notZeroD = notZeroA & notZeroB;
    assign PP = notZeroD? PP_temp : 28'b0;
endmodule
module LOD14(
    input [13:0] data_i,
    output zero_o,
    output [13:0] data_o
    );
	 wire [13:0] z;
	 wire [3:0] zdet;
	 wire [3:0] select;
	 assign zdet[3] = |(data_i[13:12]);
	 assign zdet[2] = |(data_i[11:8]);
	 assign zdet[1] = |(data_i[7:4]);
	 assign zdet[0] = |(data_i[3:0]);
	 assign zero_o = ~( zdet[0]  | zdet[1] );
	 LOD4 lod4_1 (
		.data_i(data_i[3:0]), 
		.data_o(z[3:0])
	 );
	  LOD4 lod4_2 (
            .data_i(data_i[7:4]), 
            .data_o(z[7:4])
         );
      LOD4 lod4_3 (
           .data_i(data_i[11:8]), 
           .data_o(z[11:8])
        );
	 LOD2 lod2_4 (
                .data_i(data_i[13:12]), 
                .data_o(z[13:12])
             );
	 	LOD4 lod4_5 (
                .data_i(zdet), 
                .data_o(select)
             );
	Muxes2in1Array2 Inst_MUX214_3 (
         .data_i(z[13:12]), 
         .select_i(select[3]), 
         .data_o(data_o[13:12])
     );
	Muxes2in1Array4 Inst_MUX214_2 (
        .data_i(z[11:8]), 
        .select_i(select[2]), 
        .data_o(data_o[11:8])
    );
	 Muxes2in1Array4 Inst_MUX214_1 (
        .data_i(z[7:4]), 
        .select_i(select[1]), 
        .data_o(data_o[7:4])
    );
	 Muxes2in1Array4 Inst_MUX214_0 (
		.data_i(z[3:0]), 
		.select_i(select[0]), 
		.data_o(data_o[3:0])
    );
endmodule
module LOD4(
    input [3:0] data_i,
    output [3:0] data_o
    );
	 wire mux0;
	 wire mux1;
	 wire mux2;
	 assign mux2 = (data_i[3]==1) ? 1'b0 : 1'b1;
	 assign mux1 = (data_i[2]==1) ? 1'b0 : mux2;
	 assign mux0 = (data_i[1]==1) ? 1'b0 : mux1;
	 assign data_o[3] = data_i[3];
	 assign data_o[2] =(mux2 & data_i[2]);
	 assign data_o[1] =(mux1 & data_i[1]);
	 assign data_o[0] =(mux0 & data_i[0]);
endmodule
module LOD2(
    input [1:0] data_i,
    output [1:0] data_o
    );
	 assign data_o[1] = data_i[1];
	 assign data_o[0] =(~data_i[1] & data_i[0]);
endmodule
module Muxes2in1Array4(
    input [3:0] data_i,
    input select_i,
    output [3:0] data_o
    );
	assign data_o[3] = select_i ? data_i[3] : 1'b0;
	assign data_o[2] = select_i ? data_i[2] : 1'b0;
	assign data_o[1] = select_i ? data_i[1] : 1'b0;
	assign data_o[0] = select_i ? data_i[0] : 1'b0;
endmodule
module Muxes2in1Array2(
    input [1:0] data_i,
    input select_i,
    output [1:0] data_o
    );
	assign data_o[1] = select_i ? data_i[1] : 1'b0;
	assign data_o[0] = select_i ? data_i[0] : 1'b0;
endmodule
module PriorityEncoder_14(
    input [13:0] data_i,
    output reg [3:0] code_o
    );
	  always @*
		case (data_i)
	     14'b00000000000001 : code_o = 4'b0000;
         14'b00000000000010 : code_o = 4'b0001;
         14'b00000000000100 : code_o = 4'b0010;
         14'b00000000001000 : code_o = 4'b0011;
         14'b00000000010000 : code_o = 4'b0100;
         14'b00000000100000 : code_o = 4'b0101;
         14'b00000001000000 : code_o = 4'b0110;
         14'b00000010000000 : code_o = 4'b0111;
         14'b00000100000000 : code_o = 4'b1000;
         14'b00001000000000 : code_o = 4'b1001;
         14'b00010000000000 : code_o = 4'b1010;
         14'b00100000000000 : code_o = 4'b1011;
		 default  : code_o = 4'b1100;
		endcase		
endmodule
module PriorityEncoder_14v2(
    input [13:0] data_i,
    output [3:0] code_o
    );
	wire tmp10, tmp20,tmp30,tmp40;
	assign tmp10 = ~(~(data_i[1] | data_i[3]) & ~data_i[5]);
	assign tmp20 = ~(~(data_i[7] | data_i[9]) & ~data_i[11]);
	assign code_o[0] = tmp10 | tmp20;
	assign tmp30 = ~(~(data_i[2] | data_i[3]) & ~data_i[6]);
	assign tmp40 = ~(~(data_i[7] | data_i[10]) & ~data_i[11]);
	assign code_o[1] = tmp30 | tmp40;
	wire [1:0] tmp50, tmp60;
	wire tmp70, tmp80;
	assign tmp50 = ~ (data_i[5:4] | data_i[7:6]);
	assign tmp70 = ~&(tmp50);
	assign code_o[2] = tmp70 | data_i[12];
	assign tmp60 = ~ (data_i[9:8] | data_i[11:10]);
	assign tmp80 = ~&(tmp60);
	assign code_o[3] = tmp80 | data_i[12];
endmodule
module LBarrel(
    input [13:0] data_i,
    input [13:0] shift_i,
    output [2:0] data_o);
	wire [11:0] tmp1_l;  
	wire [5:0] tmp2_l;	 
	wire [2:0] tmp3_l;	 
	assign tmp1_l = ~(data_i[11:0] & shift_i[12:1]);
	assign tmp2_l = ~(tmp1_l[11:6] & tmp1_l[5:0]);	
    assign tmp3_l = ~(tmp2_l[5:3] | tmp2_l[2:0]);
	assign data_o[2] = 	~&tmp3_l;
	wire [11:0] tmp1_r;
	wire [5:0] tmp2_r;
	wire [2:0] tmp3_r;
	assign tmp1_r[11] = 1'b1;
	assign tmp1_r[10:0] = ~(data_i[10:0] & shift_i[12:2]);
	assign tmp2_r = ~(tmp1_r[11:6] & tmp1_r[5:0]);	
    assign tmp3_r = ~(tmp2_r[5:3] | tmp2_r[2:0]);
	assign data_o[1] = 	~&tmp3_r;
	wire [11:0] tmp1_u;
	wire [5:0] tmp2_u;
	wire [2:0] tmp3_u;
	assign tmp1_u[11] = 1'b1;
	assign tmp1_u[10] = 1'b1;
	assign tmp1_u[9:0] = ~(data_i[9:0] & shift_i[12:3]);
	assign tmp2_u = ~(tmp1_u[11:6] & tmp1_u[5:0]);	
    assign tmp3_u = ~(tmp2_u[5:3] | tmp2_u[2:0]);
	assign data_o[0] = 	~&tmp3_u;
endmodule
module L1Barrel(
    input [3:0] data_i,
    input [3:0] shift_i,
    output reg [19:0] data_o);
    always @*
        case (shift_i)
           4'b0000: data_o = data_i;
           4'b0001: data_o = data_i << 1;
           4'b0010: data_o = data_i << 2;
           4'b0011: data_o = data_i << 3;
           4'b0100: data_o = data_i << 4;
           4'b0101: data_o = data_i << 5;
           4'b0110: data_o = data_i << 6;
           4'b0111: data_o = data_i << 7;
           4'b1000: data_o = data_i << 8;
           4'b1001: data_o = data_i << 9;
           4'b1010: data_o = data_i << 10;
           4'b1011: data_o = data_i << 11;
           4'b1100: data_o = data_i << 12;
           4'b1101: data_o = data_i << 13;
           4'b1110: data_o = data_i << 14;
           default: data_o = data_i << 15;
        endcase
endmodule
module RBarell(
    input data_i,
    input shift_i,
    output [1:0] data_o);
    assign data_o[1] = ~shift_i;
    assign data_o[0] = shift_i | data_i;
endmodule
module PP_add(
    input [1:0] sign_factor,
    input [16:0] PP_2,
    input [14:0] PP_1,
    input [27:0] PP_0,
    output [31:0] p
    );
    wire [2:0] E_MSB;
    assign E_MSB[0] = ~ PP_0[27];
    assign E_MSB[1] = ~ PP_1[14];
    assign E_MSB[2] = ~ PP_2[16];
    wire [15:0] sum00_FA;
    wire [15:0] carry00_FA;
    wire [15:0] tmp001_FA;
    wire [15:0] tmp002_FA;
    wire [15:0] tmp003_FA;
    assign tmp001_FA = {E_MSB[0],PP_0[27],PP_0[27:14]};
    assign tmp002_FA = {E_MSB[1],PP_1};
    assign tmp003_FA = {PP_2[15:0]};
    genvar i001;
    generate
        for (i001 = 0; i001 < 16; i001 = i001 + 1)
            begin : pp_fad00
            FAd pp_fad(tmp001_FA[i001],tmp002_FA[i001], tmp003_FA[i001], carry00_FA[i001],sum00_FA[i001]);
            end
    endgenerate
    wire sum00_HA, carry00_HA;
    assign carry00_HA = PP_2[16];  
    assign sum00_HA = E_MSB[2];  
    wire [31:0] tmp1_add;
    wire [31:0] tmp2_add;
    assign tmp1_add = {E_MSB[2],sum00_HA,sum00_FA,PP_0[13:0]};
    assign tmp2_add = {carry00_HA,carry00_FA,sign_factor[1],{14{sign_factor[0]}}};
    assign p = tmp1_add + tmp2_add;
endmodule
module FAd(a,b,c,cy,sm);
	input a,b,c;
	output cy,sm;
	wire x,y,z;
	xor x1(x,a,b);
	xor x2(sm,x,c);
	and a1(y,a,b);
	and a2(z,x,c);
	or o1(cy,y,z);
endmodule 
==> results.txt <==
Reports from this run.

- The final tally of max-slew violations is 0.
- The total half-perimeter wirelength after legalization and detailed placement is 1011 um.
- The number of global-route vias before repair came to around 490.
- The total leakage power reads approximately 0.27 nW.
- The startpoint type of the worst setup path is an input pin.
- For this run, the share of the core covered by cells in the final layout is 21.10%.
- The start point of the critical path reads data_i[5].
- The total vias in the final route is 507.
- The area share of xor/xnor cells in the synthesized design reads a little under a fifth.
- met2 track demand over resource after global routing is just under 7%.
- The worst path arrival time is roughly 1.9 ns.
- The initial antenna violation count is 0.
- The met3 routing resource usage after global routing is 0.5682%.
- The final wirelength is between 1000 and 1500 um.
- Of the total synthesized cell area, the portion taken by AND, OR, NAND and NOR gates is a little over half.
- For the pin with the worst max-slew slack, the measured transition is between 0.3 and 0.4 ns.
- The total iterations of the first detailed-routing run reads 4.
- The flow ran to the end, and the final reports show no timing, DRC or antenna violations.
- In the synthesized netlist, mux cells make up 0% of the area.
- The number of antenna cells inserted is 0.
- For this run, the detailed router reports a per-instance via density of around 3.9.
- The peak supply drop reads approximately 0.017 mV.
- The post-placement cell count is between 100 and 150.
- The count of unique library cells instantiated by Yosys is 18.
- The post-layout period usage of the worst path reads ~96%.
- The initial DRC count is 5.
- The final sum of negative setup slack is 0 ns.
- Counting I/O delays and the setup requirement, the final critical path takes approximately 2.4 ns.
- The summed standard-cell area reported by yosys reads 286.5 sq um.
- The first global-routing pass estimated 2277 um of wire.
- The core region area is 3416 sq um.
- Dividing the detail-routed wire length by the instance count gives ~11 um.
- The number of clock-tree buffers in the layout is 0.
- The adder-cell area share of the yosys netlist is 0%.
- The areal power density over the cells reads between 100 and 150 nW/um^2.
- The register cell area after layout reads 0 sq um.
- The number of warnings in the stage logs is 32.
- The number of nets with antenna violations after routing is 0.
- The met1 track utilization from global routing is 5.677%.
- Grouping non-sequential cells by family puts the most area in simple AND/OR/NAND/NOR gates.
- The post-synthesis cell area reads between 200 and 300 sq um.
- The pin count of the biggest net entering global routing reads 6.
- The fraction of the yosys area taken by sequential cells is 0%.
- In the floorplan report the effective utilization is ~8.4%.
- The die is approximately 80 um wide.
- Per the final timing report, the hold violations number 0.
- The number of standard cells in the final layout excluding fillers reads around 130.
- The aoi/oai-family share of the synthesized area is between 20 and 30%.
- Across every metal layer, demand over resource in global routing totals 4.043%.
- The post-placement cell area is around 640 sq um.
- The top-level port count reads 18.
- The relative slew slack reads 78.27%.
- The critical path capture point reads code_o[0].
- The final report gives the standard cell area, fillers excluded, as slightly above 700 sq um.
- The critical path endpoint category is an output port.
- Setup repair after global routing left no endpoint under its margin.
- After its last routability iteration, the placer logged a weighted congestion of 0.8216.
- The number of cells in the yosys synthesis report reads 43.
- The largest driver fanout on the critical path reads 4.
- The area of the chip reads 6400 sq um.
- The warning tally printed by Yosys for this design is 1.
- The detailed-route DRC error count reads 0.
- There are 0 flip-flops and latches.
- The row count is 21.
- The average footprint of a synthesized cell reads 6.663 sq um.
- The height of the die is about 80 um.
- The type of the worst setup path is in -> out.
- The max capacitance violation total is 0.
- The required time of the critical path reads about 2.0 ns.
- The hold-critical path depth is 5.
- The area growth from synthesis to layout is 151.5%.
- For this run, the top clock speed supported by timing is around 420 MHz.
- The global router reports that the layer with the highest usage is met2.
- The type of the most critical hold path is in -> out.
- The instance count of the mapped netlist reads 43.
- Global routing finished with a remaining overflow of 0.
- Setup violations remaining at the end of the flow were counted as 0.
- Cells with a size suffix above 1 make up 56.63% of the layout.
- The tightest hold path in the finished design has a slack of between 1.5 and 2 ns.
- The placement report lists the number of port buffers as 18.
## how the worst min path moves through the flow
stage         start         to  slack (ns)
4_1_cts   data_i[4]  code_o[1]        1.59
5_1_grt   data_i[4]  code_o[1]        1.66
6_report  data_i[4]  code_o[1]        1.59
## cell usage in the layout (no fill, tap or decap)
| cell type | n |
|---|---|
| sky130_fd_sc_hd__xor2_1 | 5 |
| sky130_fd_sc_hd__and3_1 | 1 |
| sky130_fd_sc_hd__nor4_2 | 1 |
| sky130_fd_sc_hd__nor3b_1 | 1 |
| sky130_fd_sc_hd__o22a_1 | 1 |
| sky130_fd_sc_hd__or3_1 | 1 |
| sky130_fd_sc_hd__nor2_1 | 2 |
| sky130_fd_sc_hd__o31a_1 | 1 |
| sky130_fd_sc_hd__nor2_2 | 2 |
| sky130_fd_sc_hd__nand4_1 | 1 |
| sky130_fd_sc_hd__o21ai_1 | 3 |
| sky130_fd_sc_hd__dlygate4sd2_1 | 4 |
| sky130_fd_sc_hd__xor2_2 | 1 |
| sky130_fd_sc_hd__o21ai_0 | 2 |
| sky130_fd_sc_hd__nor4_4 | 3 |
| sky130_fd_sc_hd__buf_4 | 24 |
| sky130_fd_sc_hd__nor2b_1 | 2 |
| sky130_fd_sc_hd__clkdlybuf4s15_2 | 1 |
| sky130_fd_sc_hd__clkdlybuf4s15_1 | 1 |
| sky130_fd_sc_hd__buf_2 | 10 |
| sky130_fd_sc_hd__a21boi_2 | 1 |
| sky130_fd_sc_hd__a211oi_2 | 1 |
| sky130_fd_sc_hd__o211ai_2 | 1 |
| sky130_fd_sc_hd__nor4b_4 | 2 |
| sky130_fd_sc_hd__nand2_1 | 6 |
| sky130_fd_sc_hd__o211ai_1 | 1 |
| sky130_fd_sc_hd__nor4_1 | 4 |
## synth_stat cells (all sizes together)
| cell | instances | area share, % |
|---|---|---|
| or3 | 1 | 2.2 |
| o211ai | 2 | 7.0 |
| o21ai | 5 | 8.7 |
| nor4b | 2 | 6.1 |
| and3 | 1 | 2.2 |
| nor3b | 1 | 2.6 |
| nor2b | 2 | 4.4 |
| nand4 | 1 | 2.2 |
| a211oi | 1 | 2.6 |
| nor4 | 8 | 22 |
| o22a | 1 | 3.1 |
| a21boi | 1 | 2.6 |
| xor2 | 6 | 18 |
| nand2 | 6 | 7.9 |
| o31a | 1 | 3.1 |
| nor2 | 4 | 5.2 |
## power breakdown
part / switching [mW] / internal [mW]
logic: 0.0377 / 0.0378
clock network: 0 / 0
registers: 0 / 0
total: 0.0377 / 0.0378
## layer usage
| layer | up-vias | routed length (um) | part of all wire (%) |
|---|---|---|---|
| li1 | 250 | - | - |
| met5 | - | 0 | 0 |
| met3 | 0 | 103 | 7.5 |
| met1 | 237 | 653 | 48 |
| met4 | 0 | 0 | 0 |
| met2 | 20 | 616 | 45 |
## stage by stage
stage	power, mW	setup WS (ns)
2_1_floorplan	0.01540	0.5811
3_3_place_gp	0.06700	-0.5465
3_5_place_dp	0.06753	-0.6196
4_1_cts	0.07442	0.1198
5_1_grt	0.08186	0.004866
6_report	0.07552	0.1067
## kinds of logic (layout without fill, tap and decap cells)
logic type	after synthesis	count (layout)
AOI/OAI and AO/OA	11	11
buffers and inverters	0	40
xor gates and xnor gates	6	6
and+or+nand+nor	26	26
## timing repair
item	CTS	global route
gates resized	78	0
endpoints found under the hold margin	0	0
endpoints found under the setup margin	4	1
buffers inserted	7	0
pin swaps	18	2
hold buffers	0	0
## layout make-up
class | count | area, sq um
fill | 370 | 2695
multi-input combinational | 43 | 376.6
tap | 46 | 57.56
timing repair buffer | 40 | 286.5
## worst max-delay path, stage by stage
cell                            delay, ns
sky130_fd_sc_hd__buf_2               0.14
sky130_fd_sc_hd__nor4_4              0.38
sky130_fd_sc_hd__buf_4               0.17
sky130_fd_sc_hd__nand2_1             0.04
sky130_fd_sc_hd__o22a_1              0.19
sky130_fd_sc_hd__o211ai_2            0.08
sky130_fd_sc_hd__a21boi_2            0.17
sky130_fd_sc_hd__dlygate4sd2_1       0.21
No activity file was given, so power comes from the tool's default toggle rates.
