`./config.mk`:
```
export PLATFORM = sky130hd
export DESIGN_NAME = mult_top
export DESIGN_NICKNAME = mult_top
export VERILOG_FILES = /design/flow/design.v
export SDC_FILE = /design/flow/constraint.sdc
export NUM_CORES = 4
export LEC_CHECK = 1
export CORE_UTILIZATION = 40
```
`./constraint.sdc`:
```
current_design mult_top

set clk_period 14.5
set clk_io_pct 0.2

create_clock -name clk0 -period $clk_period [get_ports {clk}]

set non_clock_inputs [all_inputs -no_clocks]
set_input_delay [expr $clk_period * $clk_io_pct] -clock clk0 $non_clock_inputs
set_output_delay [expr $clk_period * $clk_io_pct] -clock clk0 [all_outputs]
```
`./design.v`:
```
module ELM_Mitchw4_v2(
    input [15:0] x,
    input [15:0] y,
    output [31:0] p
    );
    wire [1:0] sign_factor;
    wire [16:0] PP_2;
    wire [14:0] PP_1;
    wire [27:0] PP_0;
    PP_2_gen High(
        .x1(x[15:13]),
        .y(y),
        .sign_factor(sign_factor[1]),
        .PP(PP_2)
        );
    PP_1_gen Middle(
        .x(x[13:0]),
        .y1(y[15:13]),
        .sign_factor(sign_factor[0]),
        .PP(PP_1)
        );
    PP_0_gen Low(
        .x0(x[13:0]),
        .y0(y[13:0]),
        .PP(PP_0)
        );
    PP_add Final(
        .sign_factor(sign_factor),
        .PP_2(PP_2),
        .PP_1(PP_1),
        .PP_0(PP_0),
        .p(p)
        );
endmodule
module PP_2_gen(
    input [2:0] x1,
    input [15:0] y,
    output sign_factor,
    output [16:0] PP
    );
    wire one, two, sign;
    code encode_block(
        .one(one),
        .two(two),
        .sign(sign),
        .y2(x1[2]),
        .y1(x1[1]),
        .y0(x1[0])
        );
    wire [16:0] tmp1_pp; 
    assign tmp1_pp = {y[15],y};  
    wire [17:0] out1;
    assign out1[0] = sign;
    genvar i;
    generate
        for ( i = 0; i < 17; i = i+1 )
            begin : pp_rad4_first 
            product pp_pr(tmp1_pp[i],out1[i],one,two,sign,PP[i],out1[i+1]);
            end
    endgenerate
    sgn_gen sign_gen(one,two,sign,sign_factor);
endmodule
module PP_1_gen(
    input [13:0] x,
    input [2:0] y1,
    output sign_factor,
    output [14:0] PP
    );
    wire one, two, sign;
    code encode_block(
        .one(one),
        .two(two),
        .sign(sign),
        .y2(y1[2]),
        .y1(y1[1]),
        .y0(y1[0])
        );
    wire [14:0] tmp1_pp; 
    assign tmp1_pp = {x[13],x};  
    wire [15:0] out1;
    assign out1[0] = sign;
    genvar i;
    generate
        for ( i = 0; i < 15; i = i+1 )
            begin : pp_rad4_first 
            product pp_pr(tmp1_pp[i],out1[i],one,two,sign,PP[i],out1[i+1]);
            end
    endgenerate
    sgn_gen sign_gen(one,two,sign,sign_factor);
endmodule   
module code(one,two,sign,y2,y1,y0);  
	input y2,y1,y0;                     
	output one,two,sign;                
	wire [1:0]k;                        
	xor x1(one,y0,y1);                  
	xor x2(k[1],y2,y1);                 
	not n1(k[0],one);                   
	and a1(two,k[0],k[1]);              
	assign sign=y2;                     
endmodule       
module product(x1,x0,one,two,sign,p,i);
	input x1,x0,sign,one,two;
	output p,i;
	wire [1:0] k;
	xor xo1(i,x1,sign);
	and a1(k[1],i,one);
	and a0(k[0],x0,two);
	or o1(p,k[1],k[0]);
endmodule
module sgn_gen(one,two,sign,sign_factor);
    input sign,one,two;
    output sign_factor;
    wire k;
    or o1(k,one,two);
    and a1(sign_factor,sign,k);
endmodule
module PP_0_gen(
    input signed [13:0] x0,
    input signed [13:0] y0,
    output signed [27:0] PP
    );
    wire [13:0] x0_abs;
    assign x0_abs = x0 ^ {14{x0[13]}};
    wire [13:0] k_x0;
    wire zero_x0;
    wire [13:0] x0_abs2;
	assign x0_abs2 = x0_abs;
    LOD14 lod_x0(
        .data_i(x0_abs),
        .zero_o(zero_x0),
        .data_o(k_x0));
    wire [3:0] k_x0_enc;
    PriorityEncoder_14v2 PE_x0(
        .data_i(k_x0),
        .code_o(k_x0_enc));
    wire [2:0] x_shift;
    LBarrel Lshift_x0(
        .data_i(x0_abs2),
        .shift_i(k_x0),
        .data_o(x_shift));
    wire [13:0] y0_abs;
    assign y0_abs = y0 ^ {14{y0[13]}};
    wire [13:0] k_y0;
    wire zero_y0;
    LOD14 lod_y0(
        .data_i(y0_abs),
        .zero_o(zero_y0),
        .data_o(k_y0));
	wire [13:0] y0_abs2;
	assign y0_abs2 = y0_abs;  
    wire [3:0] k_y0_enc;
    PriorityEncoder_14v2 PE_y0(
        .data_i(k_y0),
        .code_o(k_y0_enc));
    wire [2:0] y_shift;
    LBarrel Lshift_y0(
        .data_i(y0_abs2),
        .shift_i(k_y0),
        .data_o(y_shift));
    wire [7:0] x_log;
    wire [7:0] y_log;
    wire [7:0] p_log;
    assign x_log = {1'b0,k_x0_enc,x_shift};
    assign y_log = {1'b0,k_y0_enc,y_shift};
    assign p_log = x_log + y_log;
    wire [19:0] p_l1b;
    wire [3:0] l1_input;
    assign l1_input = {1'b1,p_log[2:0]};
    L1Barrel L1shift_plog(
        .data_i(l1_input),
        .shift_i(p_log[6:3]),
        .data_o(p_l1b));
    wire [12:0] p_low;
    wire not_k_l5 = ~p_log[7];
    assign p_low = p_l1b[15:3] & {13{not_k_l5}};
    wire [3:0] p_med;
    assign p_med = p_log[7] ? p_l1b[3:0] : p_l1b[19:16];
    wire [10:0] p_high;
    assign p_high = p_l1b[14:4] & {11{p_log[7]}};
    wire [27:0] PP_abs;
    assign PP_abs = {p_high,p_med,p_low};
    wire p_sign;
    wire [27:0] PP_temp;
    assign p_sign = x0[13] ^ y0[13];
    assign PP_temp = PP_abs ^ {28{p_sign}};
    wire notZeroA, notZeroB, notZeroD;
    assign notZeroA = ~zero_x0 | x0[13] | x0[0];
    assign notZeroB = ~zero_y0 | y0[13] | y0[0];
    assign notZeroD = notZeroA & notZeroB;
    assign PP = notZeroD? PP_temp : 28'b0;
endmodule
module LOD14(
    input [13:0] data_i,
    output zero_o,
    output [13:0] data_o
    );
	 wire [13:0] z;
	 wire [3:0] zdet;
	 wire [3:0] select;
	 assign zdet[3] = |(data_i[13:12]);
	 assign zdet[2] = |(data_i[11:8]);
	 assign zdet[1] = |(data_i[7:4]);
	 assign zdet[0] = |(data_i[3:0]);
	 assign zero_o = ~( zdet[0]  | zdet[1] );
	 LOD4 lod4_1 (
		.data_i(data_i[3:0]), 
		.data_o(z[3:0])
	 );
	  LOD4 lod4_2 (
            .data_i(data_i[7:4]), 
            .data_o(z[7:4])
         );
      LOD4 lod4_3 (
           .data_i(data_i[11:8]), 
           .data_o(z[11:8])
        );
	 LOD2 lod2_4 (
                .data_i(data_i[13:12]), 
                .data_o(z[13:12])
             );
	 	LOD4 lod4_5 (
                .data_i(zdet), 
                .data_o(select)
             );
	Muxes2in1Array2 Inst_MUX214_3 (
         .data_i(z[13:12]), 
         .select_i(select[3]), 
         .data_o(data_o[13:12])
     );
	Muxes2in1Array4 Inst_MUX214_2 (
        .data_i(z[11:8]), 
        .select_i(select[2]), 
        .data_o(data_o[11:8])
    );
	 Muxes2in1Array4 Inst_MUX214_1 (
        .data_i(z[7:4]), 
        .select_i(select[1]), 
        .data_o(data_o[7:4])
    );
	 Muxes2in1Array4 Inst_MUX214_0 (
		.data_i(z[3:0]), 
		.select_i(select[0]), 
		.data_o(data_o[3:0])
    );
endmodule
module LOD4(
    input [3:0] data_i,
    output [3:0] data_o
    );
	 wire mux0;
	 wire mux1;
	 wire mux2;
	 assign mux2 = (data_i[3]==1) ? 1'b0 : 1'b1;
	 assign mux1 = (data_i[2]==1) ? 1'b0 : mux2;
	 assign mux0 = (data_i[1]==1) ? 1'b0 : mux1;
	 assign data_o[3] = data_i[3];
	 assign data_o[2] =(mux2 & data_i[2]);
	 assign data_o[1] =(mux1 & data_i[1]);
	 assign data_o[0] =(mux0 & data_i[0]);
endmodule
module LOD2(
    input [1:0] data_i,
    output [1:0] data_o
    );
	 assign data_o[1] = data_i[1];
	 assign data_o[0] =(~data_i[1] & data_i[0]);
endmodule
module Muxes2in1Array4(
    input [3:0] data_i,
    input select_i,
    output [3:0] data_o
    );
	assign data_o[3] = select_i ? data_i[3] : 1'b0;
	assign data_o[2] = select_i ? data_i[2] : 1'b0;
	assign data_o[1] = select_i ? data_i[1] : 1'b0;
	assign data_o[0] = select_i ? data_i[0] : 1'b0;
endmodule
module Muxes2in1Array2(
    input [1:0] data_i,
    input select_i,
    output [1:0] data_o
    );
	assign data_o[1] = select_i ? data_i[1] : 1'b0;
	assign data_o[0] = select_i ? data_i[0] : 1'b0;
endmodule
module PriorityEncoder_14(
    input [13:0] data_i,
    output reg [3:0] code_o
    );
	  always @*
		case (data_i)
	     14'b00000000000001 : code_o = 4'b0000;
         14'b00000000000010 : code_o = 4'b0001;
         14'b00000000000100 : code_o = 4'b0010;
         14'b00000000001000 : code_o = 4'b0011;
         14'b00000000010000 : code_o = 4'b0100;
         14'b00000000100000 : code_o = 4'b0101;
         14'b00000001000000 : code_o = 4'b0110;
         14'b00000010000000 : code_o = 4'b0111;
         14'b00000100000000 : code_o = 4'b1000;
         14'b00001000000000 : code_o = 4'b1001;
         14'b00010000000000 : code_o = 4'b1010;
         14'b00100000000000 : code_o = 4'b1011;
		 default  : code_o = 4'b1100;
		endcase		
endmodule
module PriorityEncoder_14v2(
    input [13:0] data_i,
    output [3:0] code_o
    );
	wire tmp10, tmp20,tmp30,tmp40;
	assign tmp10 = ~(~(data_i[1] | data_i[3]) & ~data_i[5]);
	assign tmp20 = ~(~(data_i[7] | data_i[9]) & ~data_i[11]);
	assign code_o[0] = tmp10 | tmp20;
	assign tmp30 = ~(~(data_i[2] | data_i[3]) & ~data_i[6]);
	assign tmp40 = ~(~(data_i[7] | data_i[10]) & ~data_i[11]);
	assign code_o[1] = tmp30 | tmp40;
	wire [1:0] tmp50, tmp60;
	wire tmp70, tmp80;
	assign tmp50 = ~ (data_i[5:4] | data_i[7:6]);
	assign tmp70 = ~&(tmp50);
	assign code_o[2] = tmp70 | data_i[12];
	assign tmp60 = ~ (data_i[9:8] | data_i[11:10]);
	assign tmp80 = ~&(tmp60);
	assign code_o[3] = tmp80 | data_i[12];
endmodule
module LBarrel(
    input [13:0] data_i,
    input [13:0] shift_i,
    output [2:0] data_o);
	wire [11:0] tmp1_l;  
	wire [5:0] tmp2_l;	 
	wire [2:0] tmp3_l;	 
	assign tmp1_l = ~(data_i[11:0] & shift_i[12:1]);
	assign tmp2_l = ~(tmp1_l[11:6] & tmp1_l[5:0]);	
    assign tmp3_l = ~(tmp2_l[5:3] | tmp2_l[2:0]);
	assign data_o[2] = 	~&tmp3_l;
	wire [11:0] tmp1_r;
	wire [5:0] tmp2_r;
	wire [2:0] tmp3_r;
	assign tmp1_r[11] = 1'b1;
	assign tmp1_r[10:0] = ~(data_i[10:0] & shift_i[12:2]);
	assign tmp2_r = ~(tmp1_r[11:6] & tmp1_r[5:0]);	
    assign tmp3_r = ~(tmp2_r[5:3] | tmp2_r[2:0]);
	assign data_o[1] = 	~&tmp3_r;
	wire [11:0] tmp1_u;
	wire [5:0] tmp2_u;
	wire [2:0] tmp3_u;
	assign tmp1_u[11] = 1'b1;
	assign tmp1_u[10] = 1'b1;
	assign tmp1_u[9:0] = ~(data_i[9:0] & shift_i[12:3]);
	assign tmp2_u = ~(tmp1_u[11:6] & tmp1_u[5:0]);	
    assign tmp3_u = ~(tmp2_u[5:3] | tmp2_u[2:0]);
	assign data_o[0] = 	~&tmp3_u;
endmodule
module L1Barrel(
    input [3:0] data_i,
    input [3:0] shift_i,
    output reg [19:0] data_o);
    always @*
        case (shift_i)
           4'b0000: data_o = data_i;
           4'b0001: data_o = data_i << 1;
           4'b0010: data_o = data_i << 2;
           4'b0011: data_o = data_i << 3;
           4'b0100: data_o = data_i << 4;
           4'b0101: data_o = data_i << 5;
           4'b0110: data_o = data_i << 6;
           4'b0111: data_o = data_i << 7;
           4'b1000: data_o = data_i << 8;
           4'b1001: data_o = data_i << 9;
           4'b1010: data_o = data_i << 10;
           4'b1011: data_o = data_i << 11;
           4'b1100: data_o = data_i << 12;
           4'b1101: data_o = data_i << 13;
           4'b1110: data_o = data_i << 14;
           default: data_o = data_i << 15;
        endcase
endmodule
module RBarell(
    input data_i,
    input shift_i,
    output [1:0] data_o);
    assign data_o[1] = ~shift_i;
    assign data_o[0] = shift_i | data_i;
endmodule
module PP_add(
    input [1:0] sign_factor,
    input [16:0] PP_2,
    input [14:0] PP_1,
    input [27:0] PP_0,
    output [31:0] p
    );
    wire [2:0] E_MSB;
    assign E_MSB[0] = ~ PP_0[27];
    assign E_MSB[1] = ~ PP_1[14];
    assign E_MSB[2] = ~ PP_2[16];
    wire [15:0] sum00_FA;
    wire [15:0] carry00_FA;
    wire [15:0] tmp001_FA;
    wire [15:0] tmp002_FA;
    wire [15:0] tmp003_FA;
    assign tmp001_FA = {E_MSB[0],PP_0[27],PP_0[27:14]};
    assign tmp002_FA = {E_MSB[1],PP_1};
    assign tmp003_FA = {PP_2[15:0]};
    genvar i001;
    generate
        for (i001 = 0; i001 < 16; i001 = i001 + 1)
            begin : pp_fad00
            FAd pp_fad(tmp001_FA[i001],tmp002_FA[i001], tmp003_FA[i001], carry00_FA[i001],sum00_FA[i001]);
            end
    endgenerate
    wire sum00_HA, carry00_HA;
    assign carry00_HA = PP_2[16];  
    assign sum00_HA = E_MSB[2];  
    wire [31:0] tmp1_add;
    wire [31:0] tmp2_add;
    assign tmp1_add = {E_MSB[2],sum00_HA,sum00_FA,PP_0[13:0]};
    assign tmp2_add = {carry00_HA,carry00_FA,sign_factor[1],{14{sign_factor[0]}}};
    assign p = tmp1_add + tmp2_add;
endmodule
module FAd(a,b,c,cy,sm);
	input a,b,c;
	output cy,sm;
	wire x,y,z;
	xor x1(x,a,b);
	xor x2(sm,x,c);
	and a1(y,a,b);
	and a2(z,x,c);
	or o1(cy,y,z);
endmodule 
`timescale 1ns / 10ps
module mult_top(
    input clk,
    input  [15:0] x,
    input  [15:0] y,
    output reg [31:0] p_out
    );
    wire [31:0] P_vec;
    reg [15:0] X_vec;
    reg [15:0] Y_vec;
    ELM_Mitchw4_v2 mult(X_vec,Y_vec,P_vec); 
    always @(posedge clk) 
    begin
        p_out = P_vec;
        X_vec = x;
        Y_vec = y;
    end
endmodule 
```
`./run.sh`:
```
#!/bin/bash
# OpenROAD 26Q1-2900-gdf79404cd8, Yosys 0.63+post, stock flow scripts
make -C /OpenROAD-flow-scripts/flow DESIGN_CONFIG=/design/flow/config.mk WORK_HOME=/design/flow/orfs finish
```
==> reports/results.txt <==
Avg Cell Area, Syn -> 7.37 sq um
Ys flops -> 64
Yosys cell count -> 920
Total GRT Usage -> 21.5%
Cells after Synth -> 920
Post-CTS resize count -> 0
Initial antenna violation count -> 0
Vias in the first global route -> 5,791
Post-DP HPWL -> 13,900 um
CTS H-Tree Depth -> 3
Total design power -> 1.13 mW
Slew @ Worst Pin -> 767 ps
Slowest stage cell, crit path -> dfxtp_1
OpenROAD warning count -> 25
Max-Cap Viols -> 0
CP most frequent cell -> o21ai_1
Lkg Pwr -> 3.19 nW
Fmax -> 124 MHz
Initial DRC Count -> 398
Crit path to -> p_out[30]
Ys Warns -> 2
RR Endpoint -> p_out[30]
# rows -> 47
Slew HR -> 48.3%
Chip Area, Yosys -> 6780 sq um
PortBufs -> 64
Sum Neg Setup Slack -> 0 ps
Clock sinks -> 64
Final core occ -> 47.0%
Setup crit end kind -> flop
Die y size -> 132 um
# IOs -> 65
# fillers -> 1,653
Worst R2R Path Depth -> 32
Crit-path max FO -> 19
Post-route ant nets -> 0
Starting Density -> 40.9%
Maximum VDD drop -> 69.3 uV
Slowest cell delay on critical path -> 720 ps
DRC -> 0
Hold Vio Cnt, Final -> 0
Setup crit start kind -> flop
Crit path DAT -> 8330 ps
Clk root buf -> clkbuf_16
Core area -> 16,600 sq um
Post-Layout Cell Count -> 1,163
Number of synthesized flops with an enable pin -> 0
Largest net degree at the start of global routing -> 54
Number of library cell types mapped by synthesis -> 70
Reg2Reg Launch Point -> X_vec[12]
CTS clk-pin slew, worst paths -> 50 ps
Vias post-DR -> 6,547
Pwr/cell area -> 145 nW/um^2
Status -> finished, final reports clean
Hold buffer count at cts -> 0
Routed wire per std cell -> 15.5 um
Final setup fails -> 0
Diode count -> 0
First-pass GRT wire length -> 29,900 um
P&R area growth vs syn -> 14.9%
RSZ-0062 raised after global routing -> no
Drt first pass iters -> 7
Hold crit path type -> flop to flop
Placed Cells -> 1,149
Final wirelength -> 18,100 um
Max clock buf depth -> 2
Layout cells sized above 1 -> 4.14%
RePlAce Congestion -> 0.921
Clock latency (worst-skew pair) -> 340 ps
Pins Over Slew Limit -> 0
Period utilization -> 55.7%
R2R setup slack -> 6430 ps
Gr ovfl total -> 0
Postcts setup bufs -> 0
TritonCTS Buffers -> 9
DIE WIDTH -> 132 um
WS Path Type -> flop to flop
Synthesized cell area -> 6780 sq um
Most used flip-flop cell -> dfxtp_1
Critical Path RT -> 14,770 ps
TritonCTS clock tree -> built
Skew final -> 8.04 ps
Die area -> 17,500 sq um
Async SR Flop Fraction -> 0%
Worst hold path startpoint -> X_vec[14]
Beginning of the critical path -> X_vec[12]
Routed vias/inst -> 5.63
Register share after synthesis -> 18.9%
Minimum clock period -> 8070 ps
-- power by group --
part           total, mW  leakage (nW)  internal, mW  switching (mW)
Sequential         0.254         0.540         0.229          0.0251
Combinational      0.675          2.51         0.328           0.348
Clock              0.201         0.135         0.128          0.0734
Total               1.13          3.19         0.684           0.446
-- worst min-delay path by stage --
stage                        to  slack [ps]  depth (start not counted)
final                 p_out[31]        1010                          5
after global routing  p_out[14]        1120                          4
after CTS             p_out[31]        1030                          5
-- layout by cell type (no fill, tap or decap), types with 25 or more instances in the layout --
cell type | synthesis | layout
inv_1 | 59 | 59
ha_1 | 38 | 38
xor2_1 | 35 | 34
nand2_1 | 70 | 70
nand3_1 | 25 | 25
nor2_1 | 80 | 80
clkdlybuf4s50_1 | 0 | 64
nor3_1 | 32 | 32
dfxtp_1 | 64 | 64
xnor2_1 | 45 | 45
o21ai_0 | 60 | 60
a21oi_1 | 65 | 65
-- final cells by class --
cell class	instances	area [sq um]	share of cell area, %
multi-input combinational	731	5020	64.4
sequential	64	1280	16.4
timing repair buffer	74	716	9.18
tap	220	275	3.53
clock buffer	14	274	3.52
inverter	60	225	2.89
-- cell families after synthesis --
group                      after synthesis  synth area share (%)
muxes                                   10                  1.55
DFF                                     64                  18.9
AOI/OAI and AO/OA                      301                  29.4
and+or+nand+nor                        282                  19.8
xor gates and xnor gates                82                  10.8
buffers and inverters                  125                  7.16
adders and majority gates               56                  12.3
-- layer usage --
layer	vias to the layer above	GRT usage, %	share of wire [%]
met5	-	0	0
met4	0	5.68	2.9
met3	33	2.55	4.0
met2	179	31.9	44
met1	2989	33.6	49
li1	3346	-	-
-- through the flow --
stage / area, sq um / hold WS (ps) / setup WS, ps
3_5_place_dp: 7520 / 1010 / 6530
5_1_grt: 7790 / 1120 / 5640
4_1_cts: 7790 / 1030 / 6470
3_3_place_gp: 7520 / 998 / 6530
6_report: 7790 / 1010 / 6430
2_1_floorplan: 6780 / 804 / 7840
-- synth_stat cells (22+ instances only) --
| master | count | area share, % |
|---|---|---|
| a211oi_1 | 22 | 2.4 |
| a21oi_1 | 65 | 4.8 |
| clkbuf_1 | 53 | 2.9 |
| dfxtp_1 | 64 | 19 |
| ha_1 | 38 | 7.0 |
| inv_1 | 59 | 3.3 |
| nand2_1 | 70 | 3.9 |
| nand3_1 | 25 | 1.8 |
| nor2_1 | 80 | 4.4 |
| nor3_1 | 32 | 2.4 |
| o21ai_0 | 60 | 4.4 |
| xnor2_1 | 45 | 5.8 |
| xor2_1 | 35 | 4.5 |
-- registers in the layout, summed over array words and instances, names as in the netlist --
name and flops:
Y_vec 16, X_vec 16, p_out 32
-- worst max-delay path: cells and delay by family, from the launching register on --
kind            cells  cell delay [ps]
compound gates     16             3800
simple gates        8             1570
fa+ha+maj           4             1500
flops               1              720
buf+inv             3              260
xor+xnor            1              130
Power is estimated from default activity; no workload was simulated.
